## ./run.sh

```bash
#!/bin/bash
# OpenROAD 26Q1-2900-gdf79404cd8, Yosys 0.63+post, stock flow scripts
make -C /OpenROAD-flow-scripts/flow DESIGN_CONFIG=/design/flow/config.mk WORK_HOME=/design/flow/orfs finish
```

## ./config.mk

```make
export PLATFORM = sky130hd
export DESIGN_NAME = regfile
export DESIGN_NICKNAME = regfile
export VERILOG_FILES = /design/flow/design.v
export SDC_FILE = /design/flow/constraint.sdc
export NUM_CORES = 4
export LEC_CHECK = 1
export CORE_UTILIZATION = 50
```

## ./constraint.sdc

```tcl
current_design regfile

set clk_period 2.3
set clk_io_pct 0.2

create_clock -name clk0 -period $clk_period [get_ports {clock}]

set non_clock_inputs [all_inputs -no_clocks]
set_input_delay [expr $clk_period * $clk_io_pct] -clock clk0 $non_clock_inputs
set_output_delay [expr $clk_period * $clk_io_pct] -clock clk0 [all_outputs]
```

## ./design.v

```verilog
`timescale 1ns / 1ps
module regfile(input clock, input [3:0] address, input en_write, input [7:0] data_in, output [7:0] data_out);
localparam B=8;
reg [B-1:0] registers[0:15];
reg [B-1:0] out_val;
always @(posedge clock ) begin
    if (en_write) begin  
        registers[address] <= data_in;  
		  out_val <= 8'h00;end
    else
        out_val <= registers[address];  
end
assign data_out =  out_val;
endmodule
```

==> GITHUB_STEP_SUMMARY <==
## Synthesis and layout report

| Metric | Value |
|---|---|
| CP peak stage delay | `0.48 ns` |
| Fin Hold WS | `about 0.66 ns` |
| Number of port buffers | `21` |
| YS warnings | `1` |
| FF/Latch Area | `4000 um^2` |
| Setup Skew | `0.00829 ns` |
| Crit path launch type | `flop` |
| List of most frequent post-synthesis cells | `edfxtp_1, nand2_1, mux4_2` |
| Final instance area | `approximately 6300 um^2` |
| Combinational gate area | `around 1100 um^2` |
| Count leader, synth | `edfxtp_1` |
| Crit-path slowest cell | `clkdlybuf4s50_1` |
| Core Util at FP | `0.525` |
| Post-DP HPWL | `around 6.8 mm` |
| Slew @ Worst Pin | `between 0.6 and 0.7 ns` |
| Layout cells sized above 1 | `0.247` |
| Filler cells | `approximately 700` |
| Clk sinks | `around 140` |
| Cells along the critical path | `clkdlybuf4s50_1` |
| Slew Viols, Final | `0` |
| Worst path required time | `around 1.8 ns` |
| Die height | `104 um` |
| Latency at later pin | `around 0.51 ns` |
| Layout overhead on the synthesized area | `21.1%` |
| Ys async rst share | `0` |
| Post-synthesis cell count from yosys | `around 270` |
| Overall Global Routing Usage | `0.228` |
| H-tree depth | `4` |
| Status | `finished, final reports clean` |
| Chip Area | `around 11000 um^2` |
| Routed Antenna Nets | `0` |
| Hold bufs inserted after CTS | `0` |
| Pre-Repair DR Iteration Count | `4` |
| Critical path fanouts, max | `1` |
| CTS clk-pin slew, worst paths | `approximately 0.06 ns` |
| Placeable Area | `around 10000 um^2` |
| NetSw | `approximately 0.0012 W` |
| CP delay by family, top | `buffers and inverters` |
| FMAX | `0.570 GHz` |
| I/O pin cnt | `22` |
| Combinational share of power | `0.055` |
| Final Setup Violations | `0` |
| Buf/Inv on CP | `1` |
| Post-CTS Setup Inserts | `0` |
| GPL Wtd Cong | `0.809` |
| Number of OpenROAD warnings | `25` |
| Dpl cell area | `5770 um^2` |
| Synth flops | `roughly 140` |
| Hold Path Class | `flop to flop` |
| CTS max path bufs | `2` |
| CTS tree | `yes` |
| DR iter-0 viols | `87` |
| Via density | `roughly 5.7` |
| CP arrival | `1.29 ns` |
| Vias in the first global route | `between 2000 and 3000` |
| Setup Total Neg Slack | `0 ns` |
| Vias | `about 2700` |
| Pin count of the biggest net entering global routing | `19` |
| Fin crit period | `~1.8 ns` |
| Site Rows | `36` |
| CTS Root Cell | `clkbuf_8` |
| Pleak | `between 2 and 2.5 nW` |
| Post-synth seq share | `0.766` |
| Area share, top type | `0.735` |
| Post-synthesis cell type count | `27` |
| Synth Area per Inst | `~20 um^2` |
| Main flop type | `edfxtp_1` |
| Crit Path Class | `flop to output pin` |
| Die span in x | `about 100 um` |
| Top cells by area | `edfxtp_1, mux4_2, mux2i_1` |
| Switching portion of total power | `0.207` |
| Global-route wire length before repair | `approximately 16 mm` |
| Post_cts resized | `0` |
| Antenna Cells | `0` |
| Flip-flops with a built-in enable | `approximately 130` |
| Seq pwr share | `0.495` |
| Rel. slew slack | `0.558` |
| DRC viols | `0` |
| YS chip area | `5230 um^2` |
| Critical Path End Type | `output pin` |
| Leading area contributor after synthesis | `edfxtp_1` |
| Mapped Cells | `268` |
| Initial antenna violation count | `0` |
| Syn Std Cell Area | `5230 um^2` |
| RSZ-0062 raised after global routing | `false` |
| Power share of the clock group | `0.451` |
| Worst vdd ir | `0.644 mV` |
| Max-cap violations | `0` |
| Post-layout period usage | `0.763` |
| Final hold viol count | `0` |
| Ratio of total power to cell area | `888 nW/um^2` |
| DR WL/cell | `21.9 um` |
| Internal | `around 0.0045 W` |
| Num CTS Buffers | `17` |
| Gr ovfl total | `0` |
| Routed WL | `approximately 10 mm` |
[worst reg2reg max path: stages, from the launching register on]
cell and delay [ns]:
edfxtp_1 0.36, mux4_2 0.49, a21oi_1 0.29, o21ai_1 0.12
[state kept, by name, indices dropped and copies added, names as in the netlist]
register and count:
out_val 8, registers 128
[stage by stage]
stage / setup WS [ns] / total power (W) / instances / util
finish: 0.546 / 0.00562 / 473 / 0.636
global route: 0.506 / 0.00580 / 473 / 0.636
CTS: 0.512 / 0.00568 / 473 / 0.636
detailed placement: 0.145 / 0.00314 / 441 / 0.580
global placement: 0.133 / 0.00314 / 441 / 0.580
floorplan: 0.133 / 0.00298 / 268 / -
[cell usage in the layout (no fill, tap or decap), types with 3 or more instances in the layout]
cell type          n
a32oi_1            7
buf_4             30
clkbuf_16         16
clkdlybuf4s50_1   20
clkinvlp_4         5
dfxtp_1            8
edfxtp_1         128
inv_6              4
mux2i_1           18
mux4_1             4
mux4_2            19
nand2_1           24
nand2b_1           3
nand4_1            7
nor2_1            13
nor3_1             4
o211ai_1           7
[power by group through the flow]
stage / Clock [W] / Combinational, W / Sequential, W
after CTS: 0.00258 / 0.000310 / 0.00278
final: 0.00253 / 0.000307 / 0.00278
after global routing: 0.00269 / 0.000332 / 0.00279
[layer usage]
metal,GRT usage,vias up,share of wire
met3,0.137,13,0.12
met5,0,-,0
met2,0.318,153,0.48
met1,0.355,1333,0.38
li1,-,1216,-
met4,0.0398,0,0.020
[worst paths after layout]
check | start | end | slack (ns) | cells after the start
max | out_val[4]$_SDFF_PP0_ | data_out[4] | 0.55 | 1
min | registers[13][2]$_DFFE_PP_ | out_val[2]$_SDFF_PP0_ | 0.66 | 4
max reg2reg | registers[11][6]$_DFFE_PP_ | out_val[6]$_SDFF_PP0_ | 0.93 | 3
min reg2reg | registers[13][2]$_DFFE_PP_ | out_val[2]$_SDFF_PP0_ | 0.66 | 4
[area by class of cell]
type / instances / share of cell area
flip-flops and latches: 136 / 0.632
well taps: 133 / 0.0263
multi-input cells: 119 / 0.178
clock buffers: 18 / 0.0660
repair buffers: 53 / 0.0743
clock inverters: 14 / 0.0231
[logic make-up (layout without fill, tap and decap cells)]
family          count (synthesis)  count (layout)  share of synthesized area
flops                         136             136                      0.766
mux                            41              41                      0.136
compound gates                 18              18                     0.0261
buf+inv                        13              85                     0.0184
simple gates                   60              60                     0.0536
Power figures rest on the tool's default switching activity, not on a simulated workload.
