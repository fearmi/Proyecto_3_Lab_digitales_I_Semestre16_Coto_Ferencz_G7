==> flow/design.v <==
`timescale 1ns / 1ps
module Maquina_adquiscion(
input [7:0] dato_i,
input Clock_i,
input Reset_i,
input wire rx_done_tick_i,
output [7:0] dout_o,
output  reset_o,izq_o,der_o,abajo_o,arriba_o,ent_o
    );
localparam[2:0] 
a = 2'b00,
b = 2'b01,
c = 2'b10,
d = 2'b11;
reg [7:0]dato_guardado, dout;
reg [2:0] state_reg, state_next;
reg reset,enable,izq,abajo,arriba,der,ent;
always @(posedge Clock_i)  
    if (Reset_i)
        state_reg <= a;  
    else 
        state_reg <= state_next;  
always @*
begin
enable = 1'b0;
reset= 1'b0;
izq = 1'b0;
abajo = 1'b0;
arriba = 1'b0;
der = 1'b0;
ent = 1'b0;
dato_guardado=8'b0;
state_next=state_reg;
	case (state_reg)
		a:begin
		if (rx_done_tick_i)
			state_next = b;
		else
			state_next = a;
		end
		b:
		begin
		if(dato_i== 8'hF0)
			state_next = c;
		else
		begin
			reset = 1'b1;
			state_next = a;
			end
		end
		c:begin
		if (rx_done_tick_i)
		dato_guardado = dato_i;
		enable = 1'b1;
			if(dato_i==8'h1d)begin
				arriba = 1'b1;
				state_next = d;
				end
				else if (dato_i == 8'h1c)
				begin
				izq = 1'b1;
				state_next = d;
				end
				else if (dato_i == 8'h23)
				begin
				der = 1'b1;
				state_next = d;
				end
				else if (dato_i == 8'h1b)
				begin
				abajo = 1'b1;
				state_next = d;
				end
				else if (dato_i == 8'h5a)
				begin
				ent = 1'b1;
				state_next = d;
				end
		else
			state_next = c;
			end 
		d:
		begin
		reset = 1'b1;
		state_next = a; 
		end
		 default : state_next = a;
		endcase
end		
assign reset_o = reset;
assign arriba_o = arriba;
assign abajo_o = abajo;
assign izq_o = izq;
assign der_o = der;
assign ent_o = ent;
always @ (posedge (enable)) begin
 if (reset_o)
  dout <= 0;
 else
  dout <= dato_guardado;
end
assign dout_o = dout;
endmodule
module ps2_rx
   (
    input wire clk, reset,
    input wire ps2d, ps2c, rx_en,
    output reg rx_done_tick,
    output wire [7:0] dout
   );
   localparam [1:0]
      idle = 2'b00,
      dps  = 2'b01,
      load = 2'b10;
   reg [1:0] state_reg, state_next;
   reg [7:0] filter_reg;
   wire [7:0] filter_next;
   reg f_ps2c_reg;
   wire f_ps2c_next;
   reg [3:0] n_reg, n_next;
   reg [10:0] b_reg, b_next;
   wire fall_edge;
   always @(posedge clk, posedge reset)
   if (reset)
      begin
         filter_reg <= 0;
         f_ps2c_reg <= 0;
      end
   else
      begin
         filter_reg <= filter_next;
         f_ps2c_reg <= f_ps2c_next;
      end
   assign filter_next = {ps2c, filter_reg[7:1]};
   assign f_ps2c_next = (filter_reg==8'b11111111) ? 1'b1 :
                        (filter_reg==8'b00000000) ? 1'b0 :
                         f_ps2c_reg;
   assign fall_edge = f_ps2c_reg & ~f_ps2c_next;
   always @(posedge clk, posedge reset)
      if (reset)
         begin
            state_reg <= idle;
            n_reg <= 4'b0;
            b_reg <= 8'b0;
         end
      else
         begin
            state_reg <= state_next;
            n_reg <= n_next;
            b_reg <= b_next;
         end
   always @*
   begin
      state_next = state_reg;
      rx_done_tick = 1'b0;
      n_next = n_reg;
      b_next = b_reg;
      case (state_reg)
         idle:
            if (fall_edge & rx_en)
               begin
                  b_next = {ps2d, b_reg[10:1]};
                  n_next = 4'b1001;
                  state_next = dps;
               end
         dps:  
            if (fall_edge)
               begin
                  b_next = {ps2d, b_reg[10:1]};
                  if (n_reg==0)
                     state_next = load;
                  else
                     n_next = n_reg - 1'b1;
               end
         load:  
            begin
               state_next = idle;
               rx_done_tick = 1'b1;
            end
      endcase
   end
   assign dout = b_reg[8:1];  
endmodule
`timescale 1ns / 1ps
module top( 
input Clock_i,
input Reset_i,
input ps2d, 
input ps2c,
input rx_en,
output [7:0] dout_o,
output ent_o,arriba_o,abajo_o,der_o,izq_o
    );
wire [7:0] dout;	 
ps2_rx ps2 (
    .clk(Clock_i), 
    .reset(Reset_i), 
    .ps2d(ps2d), 
    .ps2c(ps2c), 
    .rx_en(rx_en), 
    .rx_done_tick(rx_done_tick), 
    .dout(dout)
    ); 
Maquina_adquiscion Maquina (
    .dato_i(dout), 
    .Clock_i(Clock_i), 
    .Reset_i(Reset_i), 
    .rx_done_tick_i(rx_done_tick), 
    .dout_o(dout_o),  
    .izq_o(izq_o), 
    .der_o(der_o), 
    .abajo_o(abajo_o), 
    .arriba_o(arriba_o), 
    .ent_o(ent_o)
    );
endmodule
==> flow/run.sh <==
#!/bin/bash
# OpenROAD 26Q1-2900-gdf79404cd8, Yosys 0.63+post, stock flow scripts
make -C /OpenROAD-flow-scripts/flow DESIGN_CONFIG=/design/flow/config.mk WORK_HOME=/design/flow/orfs finish
==> flow/config.mk <==
export PLATFORM = sky130hd
export DESIGN_NAME = top
export DESIGN_NICKNAME = top
export VERILOG_FILES = /design/flow/design.v
export SDC_FILE = /design/flow/constraint.sdc
export NUM_CORES = 4
export LEC_CHECK = 1
export CORE_AREA = 10 10 106 106
export DIE_AREA = 0 0 116 116
==> flow/constraint.sdc <==
current_design top

set clk_period 4.8
set clk_io_pct 0.2

create_clock -name clk0 -period $clk_period [get_ports {Clock_i}]

set non_clock_inputs [all_inputs -no_clocks]
set_input_delay [expr $clk_period * $clk_io_pct] -clock clk0 $non_clock_inputs
set_output_delay [expr $clk_period * $clk_io_pct] -clock clk0 [all_outputs]
==> results_slide.txt <==
Physical Implementation Snapshot

CTS
  • CTS tree: done
  • Post-CTS Hold Buffers: 0
  • # resized after CTS: 0
  • Post-CTS setup buffer count: 0
  • Worst-Skew Late Latency: 0.28 ns
  • Worst-path clk slew: 0.07 ns
  • Cts bufs inserted: 5
  • Clock Tree Root: clkbuf_8
  • Clock buffer depth: 2
  • CTS H-Tree Depth: 2

Synthesis
  • Yosys synthesis chip area: ~0.0015 mm2
  • Post-Synthesis Cells: 128
  • Synth warn: 3
  • Commonest flop: dfrtp_1
  • Netlist Area Pre-Place: 0.00153 mm2
  • Synth Area per Inst: about 12 um2
  • Number of enable flip-flop cells: 0
  • Synth flops: 38
  • Ys async rst share: 68.4%
  • Yosys cell types: slightly above 40
  • # Cells Yosys: 128
  • Sequential share of the synthesized area: 58.4%

Placement
  • Quantity of I/O buffers inserted on ports: 17
  • Final HPWL DP: 1860 um
  • Dpl cells: 251
  • Area after DPL: 0.00183 mm2
  • Final RePlAce weighted congestion: 0.749

Worst hold path
  • Worst Min Path Start: ps2.filter_reg[4]
  • Min-Delay Path Class: flop to flop
  • Hold EP: ps2.filter_reg[3]
  • Hold Path Stages: 0

Floorplanning
  • Initial Util: 17.3%
  • DIE AREA: 0.0135 mm2
  • Die height: about 120 um
  • Die W: 116 um
  • IO Count: 18
  • Row cnt: 34
  • Core Region: 0.00885 mm2

Global route
  • Global-route wire length before repair: 4370 um
  • Number of antenna violations at the first check in global routing: 0
  • Grt total ovfl: 0
  • Largest net degree at the start of global routing: 30
  • Vias in the first global route: 968
  • Total GRT Usage: 3.85%

Worst setup path
  • Max stage delay on crit path: 0.51 ns
  • Critical path class: flop to primary output
  • Worst EP required: 3.84 ns
  • Worst-path fanout max: 11
  • Crit end category: primary output
  • Worst R2R Path Depth: 4
  • Slowest CP cell: dfxtp_1
  • Critical Path, Cell by Cell: nand2b_1 > or2_2 > nor3_1 > clkdlybuf4s50_1
  • FF-to-FF setup slack: 2.65 ns
  • CP startpoint kind: flop
  • CP arrival: 1.93 ns
  • Worst r2r dst: ps2.n_reg[0]
  • Worst r2r src: ps2.filter_reg[1]
  • Worst Setup SP: Maquina.state_reg[1]

Drt
  • DR vias/cell: 3.80
  • Drt initial violations: 32
  • Antenna-violating nets left: 0
  • Iteration count of the initial detailed-routing pass: 3
  • DRC Markers: 0
  • Routed WL: around 2500 um
  • Total number of vias: 983
  • # diodes: 0
  • DR WL/cell: 9.53 um

STA
  • Slew Limit Fails: 0
  • Final Hold Viols: 0
  • Max Clk Rate: ~0.35 GHz
  • Setup Skew: approximately 0.010 ns
  • Finish-stage setup viols: 0
  • Register pins left without a clock: 8
  • Slew headroom: 61.5%
  • Period utilization: 60.2%
  • RSZ-0062 raised after global routing: false
  • Worst Tran Pin Value: approximately 0.57 ns
  • Crit path time final: 2.89 ns
  • Endpoints left unconstrained: 16
  • Setup TNS: 0 ns

Job
  • Max-cap viol count: 0
  • Log Warnings: 25

Status
  • Status: complete, no violations

Final layout
  • Max reg flops: 10
  • Final cell count without fillers: roughly 260
  • Fill count: between 900 and 1000
  • Finished Core Util: 21.7%
  • Share of layout cells above drive strength 1: 9.93%
  • Design Area, Final: 0.00192 mm2
  • Area delta synth->final: 25.8%

Power and ir drop
  • Pwr Total: 0.000479 W
  • Peak VDD IR: 0.0000994 V
  • Pwr/cell area: 249 mW/mm2
  • Lkg Pwr: 0.751 nW
## routing by layer
metal | share of wire, % | global-route usage, % | vias to the layer above
li1 | - | - | 508
met1 | 50 | 5.20 | 449
met2 | 40 | 5.84 | 21
met3 | 9.0 | 1.67 | 5
met4 | 0.85 | 0.417 | 0
met5 | 0 | 0 | -
## placed cells by master, fill, tap and decap left out, types with 2 or more instances in the layout
cell / n
inv_1: 6
nor4_4: 2
o21ai_1: 2
and3_1: 4
dfrtp_1: 25
and2_1: 8
nand2_1: 6
nand3b_1: 2
a21oi_1: 4
nor3_1: 4
o21ai_0: 4
nand4_1: 3
nor2_1: 4
clkdlybuf4s50_1: 17
nand2b_1: 3
nand3_1: 3
dfxtp_1: 12
or4b_1: 2
mux2_1: 9
nor2b_1: 3
clkbuf_8: 6
## cell usage after synthesis, drive strengths merged (4+ instances only)
master	number	area (um2)
o21ai	6	30.0
inv	6	22.5
nor3	4	20.0
and2	8	50.1
a21oi	4	20.0
dfxtp	12	240
mux2	10	113
dfrtp	25	626
and3	4	25.0
nor2	4	15.0
nand2	6	22.5
## worst max path at each step
stage	slack, ns	end	depth (start not counted)
5_1_grt	1.75	ent_o	4
6_report	1.91	ent_o	4
4_1_cts	1.87	ent_o	4
## metrics by stage
step | worst slack, ns | hold slack (ns)
after CTS | 1.87 | 0.456
final | 1.91 | 0.452
after floorplan | 2.83 | 0.427
after global placement | 1.72 | 0.436
after detailed placement | 1.71 | 0.439
after global routing | 1.75 | 0.478
## cell type report
type | instances | area, um2 | share of cell area, %
sequential | 38 | 892 | 46.4
multi-input combinational | 81 | 599 | 31.2
timing repair buffer | 18 | 178 | 9.24
tap | 108 | 135 | 7.03
clock buffer | 6 | 82.6 | 4.30
inverter | 6 | 22.5 | 1.17
clock inverter | 2 | 12.5 | 0.651
## worst max-delay path, delay by kind of cell (launching register included)
| kind | cells | cell delay, ns |
|---|---|---|
| and+or+nand+nor | 3 | 0.65 |
| DFF | 1 | 0.51 |
| buffers and inverters | 1 | 0.50 |
## cells by family after synthesis
kind of cell | synth area share [%]
AND/OR/NAND/NOR | 22.3
flip-flops | 58.4
AND-OR/OR-AND | 8.11
multiplexers | 8.03
buffers and inverters | 2.37
adder cells (fa/ha/maj) | 0.819
## power breakdown
part,leakage (nW),switching (W),internal (W)
registers,0.432,0.00000512,0.000257
logic,0.272,0.00000601,0.00000485
clock network,0.0472,0.0000914,0.000115
Power and IR drop assume default switching activity.
